### run.sh
#!/bin/bash
# OpenROAD 26Q1-2900-gdf79404cd8, Yosys 0.63+post, stock flow scripts
make -C /OpenROAD-flow-scripts/flow DESIGN_CONFIG=/design/flow/config.mk WORK_HOME=/design/flow/orfs finish
### config.mk
export PLATFORM = sky130hd
export DESIGN_NAME = CompMultiplier
export DESIGN_NICKNAME = CompMultiplier
export VERILOG_FILES = /design/flow/design.v
export SDC_FILE = /design/flow/constraint.sdc
export NUM_CORES = 4
export LEC_CHECK = 1
export CORE_UTILIZATION = 50
### constraint.sdc
current_design CompMultiplier

set clk_period 9.8
set clk_io_pct 0.2

create_clock -name clk0 -period $clk_period [get_ports {clk}]

set non_clock_inputs [all_inputs -no_clocks]
set_input_delay [expr $clk_period * $clk_io_pct] -clock clk0 $non_clock_inputs
set_output_delay [expr $clk_period * $clk_io_pct] -clock clk0 [all_outputs]
### design.v
module ALU(Src_1, Src_2, ADDU_ctrl, ALU_Result, ALU_Carry);
input [31:0]Src_1,Src_2;
input [5:0]ADDU_ctrl;
output reg [31:0]ALU_Result;
output reg ALU_Carry;
always@(Src_1 or Src_2 or ADDU_ctrl)begin
	if(ADDU_ctrl == 6'b001001)begin
		{ALU_Carry, ALU_Result} <= Src_1 + Src_2;
	end else begin
		ALU_Result <= 0;
		ALU_Carry <= 0;
	end
end
endmodule
module CompMultiplier(Product, ready, Multiplicand, Multiplier, run, reset, clk);
output [63:0] Product;
output ready;
input [31:0] Multiplicand;
input [31:0] Multiplier;
input run, reset, clk;
wire w_ctrl, SRL_ctrl, ALU_Carry;
wire [31:0]Multiplicand_out, ALU_Result;
wire [5:0]ADDU_ctrl;
Multiplicand multiplicandReg(
	.Multiplicand_in(Multiplicand), 
	.rst(reset), 
	.w_ctrl(w_ctrl), 
	.Multiplicand_out(Multiplicand_out)
);
Control controler(
	.run(run), 
	.rst(reset), 
	.clk(clk), 
	.LSB(Product[0]), 
	.w_ctrl(w_ctrl), 
	.SRL_ctrl(SRL_ctrl), 
	.ready(ready), 
	.ADDU_ctrl(ADDU_ctrl)
);
ALU ALUnit(
	.Src_1(Product[63:32]), 
	.Src_2(Multiplicand_out), 
	.ADDU_ctrl(ADDU_ctrl), 
	.ALU_Result(ALU_Result), 
	.ALU_Carry(ALU_Carry)
);
Product ProductReg(
	.Multiplier_in(Multiplier), 
	.ALU_Carry(ALU_Carry), 
	.ALU_Result(ALU_Result), 
	.SRL_ctrl(SRL_ctrl), 
	.w_ctrl(w_ctrl), 
	.ready(ready), 
	.rst(reset), 
	.clk(clk), 
	.Product_out(Product)
);
endmodule
module Control(run, rst, clk, LSB, w_ctrl, SRL_ctrl, ready, ADDU_ctrl);
input run, rst, clk, LSB;
output reg w_ctrl, SRL_ctrl, ready;
output reg [5:0]ADDU_ctrl;
integer counter;
always@(posedge clk)begin
	if(rst)begin
		w_ctrl <= 0;
		SRL_ctrl <=0;
		ready <= 0;
		ADDU_ctrl <= 0;
		counter <= 0;
	end else begin
		if(run)begin
			SRL_ctrl <= 1;
		end else begin
			SRL_ctrl <= 0;
		end
		if(LSB)begin
			w_ctrl <= 1;
			ADDU_ctrl <= 6'b001001;
		end 
		else begin
			w_ctrl <= 0;
			ADDU_ctrl <= 0;
		end
		if(counter == 33)begin
			ready <= 1;
		end else begin
			ready <= 0;
			counter <= counter + 1;
		end
	end
end
endmodule
module Multiplicand(Multiplicand_in, rst, w_ctrl, Multiplicand_out);
input rst, w_ctrl;
input [31:0]Multiplicand_in;
output reg [31:0]Multiplicand_out;
always@(*)begin				 
	if(rst)begin			 
		Multiplicand_out <= 0;
	end else if(w_ctrl)begin	 
		Multiplicand_out <= Multiplicand_in;
	end
end
endmodule
module Product(Multiplier_in, ALU_Carry, ALU_Result, SRL_ctrl, w_ctrl, ready, rst, clk, Product_out);
input [31:0]Multiplier_in, ALU_Result;
input ALU_Carry, SRL_ctrl, w_ctrl, ready, rst, clk;
output reg [63:0]Product_out;
reg [63:0]tempReg;
reg loaded;
always@(negedge clk)begin
	if(rst)begin
		Product_out <= 0;
		tempReg <= 0;
		loaded <= 0;
	end else begin
		if(~ready)begin
			if(~loaded)begin	 
				tempReg[31:0] = Multiplier_in;
				Product_out = tempReg;
			end 
			else begin
				if(SRL_ctrl)begin
					if(w_ctrl)begin
						tempReg[63:32] = ALU_Result;
						tempReg = tempReg >> 1;
						tempReg[63] = ALU_Carry;
						Product_out = tempReg;
					end 
					else begin
						tempReg = tempReg >> 1;
						Product_out = tempReg;
					end
				end
			end
			loaded = 1;
		end else Product_out <= Product_out;
	end
end
endmodule
==> run summary <==
Inserted Clock Buffers: 17
Die span in y: 131 um
Max Cap Viol: 0
Post-Syn Instances: 994
Core Area: 16100 sq um
Critical Path AT: 6.28 ns
Initial antenna violation count: 0
Post-Route WL: 20500 um
CTS tree: built
Largest net degree at the start of global routing: 75
Wire length on met2: 8880 um
Setup crit end kind: output pin
# IOs: 132
Synth async-reset ratio: 0
Layout area overhead: 26.3%
Mapped cell area: 8310 sq um
Clk buf depth: 2
# fillers: 1296
Crit path max fanout: 3
Root Buffer Master: clkbuf_16
Crit path kind: reg2out
Remaining antenna violation count after routing: 0
HP Class: reg2reg
Synth flops: 165
Detailed placement HPWL: 13700 um
CTS-repair resized insts: 0
Total track usage: 0.251
Die area: 17100 sq um
Final Slew Violations: 0
Cell Pwr Density: 159 nW/um^2
Final setup margin: 1.56 ns
Synth top cell by count: dfxtp_1
Peak VDD IR: 0.138 mV
DR vias/cell: 5.46
Min-delay src: ProductReg.tempReg[47]
Area share, top type: 0.320
First-pass GRT wire length: 33300 um
DRT iter0 DRCs: 553
DR top layer: met4
Routed via count: 7547
Pre-CTS worst setup slack: 1.23 ns
DR WL met3: 1180 um
R2r startpoint: controler.ready
Vias in the first global route: 6769
Layout cells sized above 1: 0.0523
Drc violations: 0
WP buf/inv: 1
Slew Limit Headroom: 0.500
Startpoint types: flop
WL met1: 10300 um
TNS Setup: 0 ns
Hold Fails Final Rpt: 0
Pleak: 4.68 nW
CP cell instances: clkdlybuf4s50_1
Register pins left without a clock: 32
Combinational Area: 4660 sq um
Yosys chip area: 8310 sq um
Final setup viols: 0
Critical Path Max Stage Delay: 0.51 ns
Comb power frac: 0.133
Final Power: 0.00167 W
Clk slew on worst S/H paths: 0.04 ns
Reg-to-reg setup timing slack: 2.89 ns
Stage-log warning count: 124
P_sw: 0.000491 W
Post-synth cell types: 59
Die x size: 131 um
Critical-path top delay cell: clkdlybuf4s50_1
Status: completed
Gpl congestion: 0.918
Cell type with the largest total area: dfxtp_1
Int Pwr: 0.00118 W
FF/Latch Area: 3150 sq um
Sw Share: 0.295
CP delay by family, top: buffers and inverters
YS warnings: 4
Hold Slack: 0.456 ns
Setup Skew: 0.0424 ns
Clock power frac: 0.499
Initial core utilization: 0.518
H-tree levels: 4
Endpoints left unconstrained: 32
Post-synth top flop: dfxtp_1
CP Launch Point: ProductReg.Product_out[53]
Data required time of the worst path: 7.84 ns
Yosys cell count: 994
Post-synth EDFFs: 0
Insertion Delay late pin: 0.45 ns
Cell area leaders: dfxtp_1 32%, dlxtn_1 5.8%, nor2_1 5.6%
Routed WL per cell: 14.8 um
Slew @ Worst Pin: 0.751 ns
Number of diodes: 0
Setup bufs post-CTS: 0
Reg power frac: 0.369
First drt pass iteration count: 5
Post-synth top cells: 133 x dfxtp_1, 123 x nor2_1, 80 x a21oi_1
Mean Syn Cell Area: 8.36 sq um
Overflow after GRT: 0
Rows: 46
Tally of buffers added on design ports: 131
Hold-fix buffers, CTS: 0
RSZ-0062 raised after global routing: no
[layout by cell type (no fill, tap or decap), types with 5 or more instances in the layout]
| cell | instances |
|---|---|
| a211o_1 | 8 |
| a211oi_1 | 58 |
| a21o_1 | 26 |
| a21oi_1 | 79 |
| a22oi_1 | 18 |
| a31oi_1 | 15 |
| and3_1 | 12 |
| and4_1 | 7 |
| buf_4 | 10 |
| clkbuf_16 | 18 |
| clkdlybuf4s50_1 | 130 |
| clkinv_4 | 5 |
| dfxtp_1 | 132 |
| dlxtn_1 | 32 |
| ha_1 | 34 |
| inv_1 | 111 |
| mux2i_1 | 32 |
| nand2_1 | 56 |
| nand2b_1 | 6 |
| nand3_1 | 18 |
| nand4_1 | 10 |
| nor2_1 | 120 |
| nor2b_1 | 37 |
| nor3_1 | 6 |
| nor4_1 | 7 |
| nor4b_1 | 8 |
| o21ai_0 | 51 |
| or3_1 | 5 |
| xnor2_1 | 22 |
| xor2_1 | 31 |
[cells by family (layout without fill, tap and decap cells)]
group / count (synthesis) / count (layout) / synth area share
AOI/OAI and AO/OA: 293 / 293 / 0.231
xor gates and xnor gates: 53 / 53 / 0.0558
adders and majority gates: 35 / 35 / 0.0536
buffers and inverters: 110 / 283 / 0.0644
DFF: 133 / 133 / 0.320
latches: 32 / 32 / 0.0578
muxes: 32 / 32 / 0.0385
and+or+nand+nor: 306 / 306 / 0.179
[power by group through the flow]
stage | sequential (W) | combinational, W | clock, W
after CTS | 0.000615 | 0.000222 | 0.000854
after global routing | 0.000618 | 0.000247 | 0.000918
final | 0.000615 | 0.000221 | 0.000831
[tightest hold or removal path, cell delays in order, from the launching register on]
cell and delay (ns):
dfxtp_1 0.30, nand2_1 0.05, a21oi_1 0.05
[layout make-up]
class,count,share of cell area
Multi-Input combinational cell,719,0.444
Sequential cell,165,0.300
Timing Repair Buffer,140,0.131
Clock inverter,111,0.0521
Clock buffer,18,0.0429
Tap cell,216,0.0257
Inverter,14,0.00500
[path summary, 6_finish.rpt]
kind                                  to  depth (start not counted)
setup reg to reg  ProductReg.tempReg[46]                          6
hold / removal    ProductReg.tempReg[47]                          2
hold reg to reg   ProductReg.tempReg[47]                          2
setup / recovery             Product[53]                          1
[metrics by stage]
| step | utilization | cell area (sq um) | instances |
|---|---|---|---|
| final | 0.654 | 10500 | 1383 |
| after global routing | 0.654 | 10500 | 1383 |
| after CTS | 0.654 | 10500 | 1383 |
| after detailed placement | 0.592 | 9510 | 1255 |
| after global placement | 0.592 | 9510 | 1255 |
| after floorplan | - | 8310 | 994 |
[metal layers]
layer  vias to the layer above  GRT usage
met5                         -          0
met4                         0     0.0453
met3                        18     0.0576
met2                       220      0.359
met1                      3431      0.399
li1                       3878          -
[sequential cells by signal, summed over array words and instances, names as in the netlist]
name	count
controler.SRL_ctrl	1
ProductReg.loaded	1
ProductReg.Product_out	64
controler.ready	1
controler.w_ctrl	1
ProductReg.tempReg	32
controler.ADDU_ctrl	1
controler.counter	32
multiplicandReg.Multiplicand_out	32
Power is estimated from default activity; no workload was simulated.
